==> design/flow/config.mk <==
export PLATFORM = sky130hd
export DESIGN_NAME = jts16_mmr
export DESIGN_NICKNAME = jts16_mmr
export VERILOG_FILES = /design/flow/design.v
export SDC_FILE = /design/flow/constraint.sdc
export NUM_CORES = 4
export LEC_CHECK = 1
export CORE_UTILIZATION = 40
==> design/flow/constraint.sdc <==
current_design jts16_mmr

set clk_period 3.0
set clk_io_pct 0.2

create_clock -name clk0 -period $clk_period [get_ports {clk}]

set non_clock_inputs [all_inputs -no_clocks]
set_input_delay [expr $clk_period * $clk_io_pct] -clock clk0 $non_clock_inputs
set_output_delay [expr $clk_period * $clk_io_pct] -clock clk0 [all_outputs]
==> design/flow/design.v <==
module jts16_mmr(
    input              rst,
    input              clk,
    input              flip,
    input              char_cs,
    input      [11:1]  cpu_addr,
    input      [15:0]  cpu_dout,
    input      [ 1:0]  dswn,
    output reg [15:0]  scr1_pages,
    output reg [15:0]  scr2_pages,
    output reg [15:0]  scr1_hpos,
    output reg [15:0]  scr1_vpos,
    output reg [15:0]  scr2_hpos,
    output reg [15:0]  scr2_vpos,
    inout              rowscr1_en,
    inout              rowscr2_en,
    inout              colscr1_en,
    inout              colscr2_en,
    input              altscr1_en,
    input              altscr2_en,
    input      [ 7:0]  st_addr,
    output reg [ 7:0]  st_dout
);
parameter MODEL=0;   
reg [15:0]  scr1_pages_flip, scr2_pages_flip,
            scr1_pages_nofl, scr2_pages_nofl,
            scr1_pages_alt, scr2_pages_alt,
            scr1_vpos_alt,  scr2_vpos_alt,
            scr1_hpos_alt,  scr2_hpos_alt,
            scr1_pages_std, scr2_pages_std,
            scr1_vpos_std,  scr2_vpos_std,
            scr1_hpos_std,  scr2_hpos_std;
generate
    if( MODEL==1 ) begin
        assign rowscr1_en = scr1_hpos[15];
        assign rowscr2_en = scr2_hpos[15];
        assign colscr1_en = scr1_vpos[15];
        assign colscr2_en = scr2_vpos[15];
    end
endgenerate
function [15:0] bytemux( input [15:0] old );
    bytemux = { dswn[1] ? old[15:8] : cpu_dout[15:8], dswn[0] ? old[7:0] : cpu_dout[7:0] };
endfunction
always @(posedge clk) begin
    if( MODEL==0 ) begin
        scr1_pages <= flip ? scr1_pages_flip : scr1_pages_nofl;
        scr2_pages <= flip ? scr2_pages_flip : scr2_pages_nofl;
    end else begin
        scr1_pages <= altscr1_en ? scr1_pages_alt : scr1_pages_std;
        scr2_pages <= altscr2_en ? scr2_pages_alt : scr2_pages_std;
        scr1_vpos  <= altscr1_en ? scr1_vpos_alt : scr1_vpos_std;
        scr2_vpos  <= altscr2_en ? scr2_vpos_alt : scr2_vpos_std;
        scr1_hpos  <= altscr1_en ? scr1_hpos_alt : scr1_hpos_std;
        scr2_hpos  <= altscr2_en ? scr2_hpos_alt : scr2_hpos_std;
    end
    if( char_cs && cpu_addr[11:9]==3'b111 && dswn!=2'b11) begin
        if( MODEL==0 ) begin
            case( {cpu_addr[8:1], 1'b0} )
                9'h08e: scr1_pages_flip <= bytemux( scr1_pages_flip );
                9'h09e: scr1_pages_nofl <= bytemux( scr1_pages_nofl );
                9'h08c: scr2_pages_flip <= bytemux( scr2_pages_flip );
                9'h09c: scr2_pages_nofl <= bytemux( scr2_pages_nofl );
                9'h124: scr1_vpos       <= bytemux( scr1_vpos       );
                9'h126: scr2_vpos       <= bytemux( scr2_vpos       );
                9'h1f8: scr1_hpos       <= bytemux( scr1_hpos       );
                9'h1fa: scr2_hpos       <= bytemux( scr2_hpos       );
                default:;
            endcase
        end else begin  
            case( {cpu_addr[8:1], 1'b0} )
                9'h080: scr1_pages_std  <= bytemux( scr1_pages      );
                9'h082: scr2_pages_std  <= bytemux( scr2_pages      );
                9'h084: scr1_pages_alt  <= bytemux( scr1_pages_alt  );
                9'h086: scr2_pages_alt  <= bytemux( scr2_pages_alt  );
                9'h090: scr1_vpos_std   <= bytemux( scr1_vpos       );
                9'h092: scr2_vpos_std   <= bytemux( scr2_vpos       );
                9'h094: scr1_vpos_alt   <= bytemux( scr1_vpos_alt   );
                9'h096: scr2_vpos_alt   <= bytemux( scr2_vpos_alt   );
                9'h098: scr1_hpos_std   <= bytemux( scr1_hpos       );
                9'h09a: scr2_hpos_std   <= bytemux( scr2_hpos       );
                9'h09c: scr1_hpos_alt   <= bytemux( scr1_hpos_alt   );
                9'h09e: scr2_hpos_alt   <= bytemux( scr2_hpos_alt   );
                default:;
            endcase
        end
    end
end
always @(posedge clk) begin
    case( st_addr )
        0:  st_dout <= MODEL ? scr1_pages[7:0]  : scr1_pages_nofl[ 7:0];
        1:  st_dout <= MODEL ? scr1_pages[15:8] : scr1_pages_nofl[15:8];
        2:  st_dout <= MODEL ? scr2_pages[7:0]  : scr2_pages_nofl[ 7:0];
        3:  st_dout <= MODEL ? scr2_pages[15:8] : scr2_pages_nofl[15:8];
        4:  st_dout <= scr1_vpos[ 7:0];
        5:  st_dout <= scr1_vpos[15:8];
        6:  st_dout <= scr2_vpos[ 7:0];
        7:  st_dout <= scr2_vpos[15:8];
        8:  st_dout <= scr1_hpos[ 7:0];
        9:  st_dout <= scr1_hpos[15:8];
        8'ha: st_dout <= scr2_hpos[ 7:0];
        8'hb: st_dout <= scr2_hpos[15:8];
        8'hc: st_dout <= { 2'd0, colscr2_en, rowscr2_en, 2'd0, colscr1_en, rowscr1_en };
        default: st_dout <= 0;
    endcase
end
endmodule
==> design/flow/run.sh <==
#!/bin/bash
# OpenROAD 26Q1-2900-gdf79404cd8, Yosys 0.63+post, stock flow scripts
make -C /OpenROAD-flow-scripts/flow DESIGN_CONFIG=/design/flow/config.mk WORK_HOME=/design/flow/orfs finish
==> results.txt <==
Item: results of the latest flow run.

- From left edge to right edge, the die measures 127 um.
- After synthesis, the largest area contributor takes up 61.6% of total cell area.
- Summing every instance area after synthesis gives 0.00624 mm2.
- The maximum number of pins on one net before global-route repair is 34.
- The first error in the log reads "[ERROR RSZ-0074] Failed to build tree from global routes for pin 'rowscr2_en' and net 'rowscr2_en' at grid (120750, 65550): found route to 2 pins, expected 1".
- For this run, the number of Yosys warnings is 1.
- The maximum buffer depth of the clock tree is 2.
- Counting distinct cell types in the post-synthesis netlist gives 48.
- According to the floorplan log, the row count is 45.
- The fraction of registers with async set or reset after synthesis is 0%.
- Sequential elements use 74.4% of the synthesized area.
- The post-cts gate resize count is 0.
- Yosys stat counts a little under 400 cells in the synthesized netlist.
- The clock tree root buffer cell is sky130_fd_sc_hd__clkbuf_16.
- The largest area contributor in the netlist is sky130_fd_sc_hd__edfxtp_1.
- The flip-flop and latch count after synthesis is 168.
- During I/O placement, the number of pins put on the boundary was 151.
- The placement summary gives the final routability congestion estimate as 0.858.
- Once detailed placement completed, the half-perimeter wirelength came to around 12000 um.
- The height of the die is 127 um.
- The most common cell in the synthesized netlist is sky130_fd_sc_hd__edfxtp_1.
- The number of clock buffers inserted by TritonCTS is 17.
- The total placed cells including tap cells is 722.
- The initial utilization of the core area, before any placement, comes to 41.1%.
- The number of input and output port buffers inserted is 143.
- After synthesis, the most frequently instantiated cells are sky130_fd_sc_hd__edfxtp_1 (128), sky130_fd_sc_hd__mux2_2 (42), sky130_fd_sc_hd__dfxtp_1 (40).
- The dominant register cell is sky130_fd_sc_hd__edfxtp_1.
- The depth of the CTS H-tree is 4.
- It got as far as global routing (5_1_grt) and failed there.
- The mean instance size in the synthesized netlist is 16.2 um2.
- The number of unconstrained endpoints is 4.
- The flow did not finish.
- Buffers inserted to repair hold after CTS numbered 0.
- Ranked by total cell area, the synthesized netlist is headed by sky130_fd_sc_hd__edfxtp_1 (62%), sky130_fd_sc_hd__dfxtp_1 (13%), sky130_fd_sc_hd__mux2_2 (7.6%).
- The post-synth count of flops with an enable pin is 128.
- Synthesis handed over a netlist of around 390 instances.
- The chip area line in the Yosys stat output reads 0.00624 mm2.
- Post-CTS timing repair inserted 0 buffers for setup.
- For this design, the sink count on the clock tree is 168.
==> cell families after synthesis <==
logic type      count (synthesis)  synth area share, %
flops                         168                 74.4
simple gates                   94                 8.23
mux                            54                 9.90
buf+inv                        18                 1.38
compound gates                 52                 6.11
==> per-stage QoR <==
step / power (uW) / area (um2) / utilization [%] / setup slack [ns]
floorplan: 2660 / 6240 / - / 1.09
global placement: 2800 / 8010 / 52.7 / 0.431
detailed placement: 2800 / 8010 / 52.7 / 0.418
CTS: 4960 / 8610 / 56.6 / 0.864
Power and IR drop assume default switching activity.
