### ./config.mk
export PLATFORM = sky130hd
export DESIGN_NAME = jtmc8123
export DESIGN_NICKNAME = jtmc8123
export VERILOG_FILES = /design/flow/design.v
export SDC_FILE = /design/flow/constraint.sdc
export NUM_CORES = 4
export LEC_CHECK = 1
export CORE_UTILIZATION = 40
### ./design.v
module jtmc8123(
    input             clk,
    input             m1_n,
    input      [15:0] a,
    input             enc_en,
    input       [7:0] enc,
    input             rom_ok,
    output reg  [7:0] dec,
    output reg        dec_ok,
    output     [12:0] key_addr,
    input      [ 7:0] key_data
);
wire [ 7:0] key;
assign key = key_data;
assign key_addr = {m1_n,a[15:10],a[8],a[6],a[4],a[2:0]};
wire [2:0] decrypt_type = {key[4]^key[5],
                   key[0]^key[1]^key[2]^key[4],
                   key[0]^key[2]^m1_n};
wire [1:0] swap = {key[2]^key[3], key[0]^key[1]};
wire [3:0] param = {key[1]^key[6]^key[7],
                key[0]^key[1]^key[6],
                key[0]^key[2]^key[3],
                key[0]^m1_n};
always @(posedge clk) begin
    dec_ok <= rom_ok;
    if( !enc_en )
        dec <= enc;
    else
        case(decrypt_type)
            0: dec <= decrypt_type_0 (enc, param, swap);
            1: dec <= decrypt_type_0 (enc, param, swap);
            2: dec <= decrypt_type_1a(enc, param, swap);
            3: dec <= decrypt_type_1b(enc, param, swap);
            4: dec <= decrypt_type_2a(enc, param, swap);
            5: dec <= decrypt_type_2b(enc, param, swap);
            6: dec <= decrypt_type_3a(enc, param, swap);
            7: dec <= decrypt_type_3b(enc, param, swap);
        endcase
end
reg [7:0] v;
reg s;
reg t;
function [7:0] decrypt_type_0;
    input [7:0] value;
    input [3:0] p;  
    input [1:0] swap;
    v = value;
    case (swap)
        0: v = {v[7],v[5],v[3],v[1],v[2],v[0],v[6],v[4]};
        1: v = {v[5],v[3],v[7],v[2],v[1],v[0],v[4],v[6]};
        2: v = {v[0],v[3],v[4],v[6],v[7],v[1],v[5],v[2]};
        3: v = {v[0],v[7],v[3],v[2],v[6],v[4],v[1],v[5]};
    endcase
    s = p[3] & v[7];
    t = p[2] & v[6];
    v = {
         v[7] ^ t ^ v[6] ^ p[1],
         v[6] ^ (p[1] & (v[7] ^ t ^ v[6])) ^ p[1],
         v[5] ^ s ^ v[2] ^ t ^ p[2] ^ p[0],
        ~v[4],
        ~v[3] ^ s,
         v[2] ^ t ^ p[2],
        ~v[1] ^ t,
         v[0] ^ s ^ v[2] ^ t ^ p[2] ^ p[0]
    };
    decrypt_type_0 = p[0] ? {v[7],v[6],v[5],v[1],v[4],v[3],v[2],v[0]} : v;
endfunction
function [7:0] decrypt_type_1a;
    input [7:0] value;
    input [3:0] p;  
    input [1:0] swap;
    v = value;
    case (swap)
        0: v = {v[4],v[2],v[6],v[5],v[3],v[7],v[1],v[0]};
        1: v = {v[6],v[0],v[5],v[4],v[3],v[2],v[1],v[7]};
        2: v = {v[2],v[3],v[6],v[1],v[4],v[0],v[7],v[5]};
        3: v = {v[6],v[5],v[1],v[3],v[2],v[7],v[0],v[4]};
    endcase
    v = p[2] ? {v[7],v[6],v[1],v[5],v[3],v[2],v[4],v[0]} : v;
    v = {
         v[7] ^ v[4] ^ p[3],
        ~v[6] ^ v[7] ^ v[2] ^ v[4] ^ p[1],
         v[5],
         v[4] ^ v[7] ^ v[2],
        ~v[3] ^ v[7] ^ v[6] ^ v[2] ^ p[1],
         v[2] ^ v[4] ^ p[3],
        ~v[1] ^ v[2],
        ~v[0] ^ v[1]
    };
    decrypt_type_1a = p[0] ? {v[7],v[6],v[1],v[4],v[3],v[2],v[5],v[0]} : v;
endfunction
function [7:0] decrypt_type_1b;
    input [7:0] value;
    input [3:0] p;  
    input [1:0] swap;
    v = value;
    case (swap)
        0: v = {v[1],v[0],v[3],v[2],v[5],v[6],v[4],v[7]};
        1: v = {v[2],v[0],v[5],v[1],v[7],v[4],v[6],v[3]};
        2: v = {v[6],v[4],v[7],v[2],v[0],v[5],v[1],v[3]};
        3: v = {v[7],v[1],v[3],v[6],v[0],v[2],v[5],v[4]};
    endcase
    s = v[2] & v[0];
    v = {
         v[7] ^ s ^ v[5] ^ v[3] ^ p[2],
        ~v[6] ^ v[4] ^ s ^ v[0] ^ v[3] ^ p[2] ^ p[0],
         v[5] ^ v[4] ^ s ^ v[1],
        ~v[4] ^ s ^ p[3] ^ p[1],
         v[3] ^ p[1] ^ p[2],
         v[2] ^ v[7] ^ s ^ v[5] ^ v[0] ^ v[3] ^ p[0],
         v[1] ^ v[6] ^ v[0] ^ v[3] ^ p[3] ^ p[0],
        ~v[0] ^ v[3] ^ p[0] ^ p[2]
    };
    decrypt_type_1b = v;
endfunction
function [7:0] decrypt_type_2a;
    input [7:0] value;
    input [3:0] p;  
    input [1:0] swap;
    v = value;
    case (swap)
        0: v = {v[0],v[1],v[4],v[3],v[5],v[6],v[2],v[7]};
        1: v = {v[6],v[3],v[0],v[5],v[7],v[4],v[1],v[2]};
        2: v = {v[1],v[6],v[4],v[5],v[0],v[3],v[7],v[2]};
        3: v = {v[4],v[6],v[7],v[5],v[2],v[3],v[1],v[0]};
    endcase
    v = (v[3] || (p[1] & v[2])) ? {v[6],v[0],v[7],v[4],v[3],v[2],v[1],v[5]} : v;
    v = {
        ~v[7] ^ v[5],
        ~v[6] ^ v[0],
        ~v[5] ^ v[6],
        ~v[4] ^ p[2],
         v[3] ^ v[4] ^ p[2],
         v[2] ^ v[1] ^ p[2],
        ~v[1] ^ p[2],
         v[0] ^ v[4] ^ p[2]
    };
    case({p[3],p[0]})
        1: v = {v[7],v[6],v[5],v[2],v[1],v[3],v[4],v[0]};
        2: v = {v[7],v[6],v[5],v[1],v[2],v[4],v[3],v[0]};
        3: v = {v[7],v[6],v[5],v[3],v[4],v[1],v[2],v[0]};
        default:;
    endcase
    decrypt_type_2a = v;
endfunction
function [7:0] decrypt_type_2b;
    input [7:0] value;
    input [3:0] p;  
    input [1:0] swap;
    v = value;
    case (swap)
        0: v = {v[1],v[3],v[4],v[6],v[5],v[7],v[0],v[2]};
        1: v = {v[0],v[1],v[5],v[4],v[7],v[3],v[2],v[6]};
        2: v = {v[3],v[5],v[4],v[1],v[6],v[2],v[0],v[7]};
        3: v = {v[5],v[2],v[3],v[0],v[4],v[7],v[6],v[1]};
    endcase
    s = v[7] & v[3];
    v = {
        v[7] ^ v[5] ^ s ^ v[4],
        v[6] ^ s,
        v[5] ^ v[1] ^ s ^ v[4],
        v[4] ^ s,
        v[3] ^ v[5] ^ s ^ v[4],
        v[2] ^ v[7],
        v[1] ^ s ^ v[4],
        v[0] ^ s
    };
    s = v[5] & (v[7] ^ v[1]);
    v = {
        ~v[7] ^ v[6] ^ v[3] ^ p[2] ^ p[1],
         v[6] ^ v[3] ^ p[3] ^ p[2],
         v[5] ^ v[6] ^ v[3] ^ p[2] ^ p[0],
         v[4] ^ s,
        ~v[3] ^ v[2] ^ p[3] ^ p[2],
        ~v[2] ^ p[2] ^ p[0],
        ~v[1] ^ v[3] ^ v[2] ^ p[3] ^ p[2],
         v[0] ^ s
    };
    decrypt_type_2b = v;
endfunction
function [7:0] decrypt_type_3a;
    input [7:0] value;
    input [3:0] p;  
    input [1:0] swap;
    v = value;
    case (swap)
        0: v = {v[5],v[3],v[1],v[7],v[0],v[2],v[6],v[4]};
        1: v = {v[3],v[1],v[2],v[5],v[4],v[7],v[0],v[6]};
        2: v = {v[5],v[6],v[1],v[2],v[7],v[0],v[4],v[3]};
        3: v = {v[5],v[6],v[7],v[0],v[4],v[2],v[1],v[3]};
    endcase
    v = {
        v[7] ^ v[2],
        v[6],
        v[5] ^ v[2],
        v[4] ^ v[2],
        v[3],
        v[2],
        v[1],
        v[0] ^ v[3]
    };
    v = p[0] ? {v[7],v[2],v[5],v[4],v[3],v[1],v[0],v[6]} : v;
    v = {
        v[7],
        v[6] ^ v[1],
        v[5],
        v[4] ^ v[3] ^ p[3],
        v[3] ^ p[3],
        v[2] ^ v[3],
        v[1] ^ v[3],
        v[0] ^ v[1]
    };
    v = v[3] ? {v[5],v[6],v[7],v[4],v[3],v[2],v[1],v[0]} : v;
    v = {
         v[7] ^ p[2],
        ~v[6],
        ~v[5],
        ~v[4] ^ p[1],
        ~v[3],
         v[2] ^ v[5],
         v[1] ^ v[5],
         v[0] ^ p[0]
    };
    decrypt_type_3a = v;
endfunction
function [7:0] decrypt_type_3b;
    input [7:0] value;
    input [3:0] p;  
    input [1:0] swap;
    v = value;
    case (swap)
        0: v = {v[3],v[7],v[5],v[4],v[0],v[6],v[2],v[1]};
        1: v = {v[7],v[5],v[4],v[6],v[1],v[2],v[0],v[3]};
        2: v = {v[7],v[4],v[3],v[0],v[5],v[1],v[6],v[2]};
        3: v = {v[2],v[6],v[4],v[1],v[3],v[7],v[0],v[5]};
    endcase
    v = (v[2] ^ v[7]) ? {v[7],v[6],v[3],v[4],v[5],v[2],v[1],v[0]} : v;
    s = v[2] ^ p[3];
    t = v[4] ^ v[1];
    v = {
        v[7] ^ s ^ p[3],
        v[6] ^ t,
        v[5],
        v[4] ^ v[1],
        v[3],
        v[2] ^ v[1],
        v[1] ^ ((v[7] ^ s) & (v[6] ^ t) ^ v[7] ^ s),
        v[0] ^ p[2]
    };
    v = p[3] ? {v[4],v[6],v[3],v[2],v[5],v[0],v[1],v[7]} : v;
    v = {
         v[7] ^ p[1],
         v[6],
        ~v[5],
         v[4] ^ v[5],
        ~v[3] ^ p[0],
        ~v[2] ^ v[7],
         v[1] ^ v[4],
         v[0]
    };
    decrypt_type_3b = v;
endfunction
endmodule
### ./run.sh
#!/bin/bash
# OpenROAD 26Q1-2900-gdf79404cd8, Yosys 0.63+post, stock flow scripts
make -C /OpenROAD-flow-scripts/flow DESIGN_CONFIG=/design/flow/config.mk WORK_HOME=/design/flow/orfs finish
### ./constraint.sdc
current_design jtmc8123

set clk_period 6.9
set clk_io_pct 0.2

create_clock -name clk0 -period $clk_period [get_ports {clk}]

set non_clock_inputs [all_inputs -no_clocks]
set_input_delay [expr $clk_period * $clk_io_pct] -clock clk0 $non_clock_inputs
set_output_delay [expr $clk_period * $clk_io_pct] -clock clk0 [all_outputs]
==> results.sh <==
# yosys + openroad results
export IMPL_path_type_of_the_worst_setup_path="in2reg"
export IMPL_cap_viol_max_count=0
export IMPL_fin_util_pct=43.82
export IMPL_layout_top_cell="xnor2_1"
export IMPL_power_ir_vdd_worst_mv=0.1197
export IMPL_cp_data_arrival_time_ns=5.12
export IMPL_synth_ff_latch_count=9
export IMPL_worstSetupStartpointType="primary input"
export IMPL_global_route_overflow_total=0
export IMPL_synth_xor_area_share_pct=25.99
export IMPL_postCtsSetupRepairBufs=0
export IMPL_postSynthAreaPerCell_um2=7.834
export IMPL_initialDrtViolationCount=435
export IMPL_post_synth_main_logic_family="AND-OR/OR-AND gates"
export IMPL_path_cells="clkdlybuf4s50_1, xor2_4, buf_4, nand2_1, o221ai_2, xor2_1, xnor2_1, nor2_1, a2111oi_0, a41oi_1"
export IMPL_worst_endpoint_required_ns=6.95
export IMPL_area_leaders="xnor2_1, mux2i_1, xor2_1, nand2_1, dfxtp_1"
export IMPL_global_route_usage_total_pct=25.98
export IMPL_first_pass_iters=7
export IMPL_ys_cells=571
export IMPL_number_of_enable_type_register_cells_in_the_synthesized_netlist=0
export IMPL_setup_tns_ns=0
export IMPL_ys_sh_simple_pct=16.95
export IMPL_gp_routability_congestion=0.9767
export IMPL_detail_route_drc_violations=0
export IMPL_cp_max_fanout=25
export IMPL_post_cts_hold_buffer_count=0
export IMPL_clockBufferDepth=2
export IMPL_dieArea_um2=11610
export IMPL_outcome="finished, final reports clean"
export IMPL_postSynthSeqShare_pct=4.028
export IMPL_stdcell_count=703
export IMPL_power_sequential_fraction_pct=7.6
export IMPL_grt_start_max_net_pins=44
export IMPL_fill_cells=1064
export IMPL_post_synth_top_area_fraction_pct=13.31
export IMPL_total_power_uw=882.3
export IMPL_postSynth_asyncResetShare_pct=0
export IMPL_cts_reportedPaths_clkPinSlew_ns=0.04
export IMPL_grt_antenna_before_repair=0
export IMPL_detail_route_wirelength_um=14470
export IMPL_powerDensity_nw_per_um2=184.9
export IMPL_cts_root_buf="clkbuf_8"
export IMPL_dp_cells=699
export IMPL_clockPowerShare_pct=6.6
export IMPL_buffers_and_inverters_on_the_worst_path=2
export IMPL_setup_violations=0
export IMPL_hold_violations=0
export IMPL_internal_power_uw=433.0
export IMPL_pwr_share_comb_pct=85.8
export IMPL_maxSlewHeadroom_pct=46.39
export IMPL_synthToLayoutAreaGrowth_pct=6.657
export IMPL_vias=4319
export IMPL_antenna_cells_inserted=0
export IMPL_fp_dieW_um=107.7
export IMPL_timing_critical_path_slowest_stage_cell="clkdlybuf4s50_1"
export IMPL_ctsHtreeMaxLevel=1
export IMPL_rows=38
export IMPL_worstMarginPinSlew_ns=0.7985
export IMPL_tritoncts="yes"
export IMPL_worst_path_dominant_cell_family="buffers and inverters"
export IMPL_yosys_most_used_dff="dfxtp_1"
export IMPL_via_count_of_the_first_global_routing_pass=3780
export IMPL_io_buffer_count=29
export IMPL_holdCritPathClass="in2reg"
export IMPL_final_layout_top_logic_cells="xnor2_1, nand2_1, nor2_1"
export IMPL_global_route_wire_length_before_repair_um=22450
export IMPL_largest_area_cell="xnor2_1"
export IMPL_average_wire_per_standard_cell_um=20.58
export IMPL_number_of_top_level_pins=58
export IMPL_detailed_place_hpwl_um=10980
export IMPL_post_synth_fa_ha_maj_area_fraction_pct=0
export IMPL_switching_share_pct=50.93
export IMPL_synth_cell_area_um2=4473
export IMPL_worst_setup_path_end_kind="flop"
export IMPL_yosys_warnings=1
export IMPL_power_switching_uw=449.3
export IMPL_fmax_ghz=0.1972
export IMPL_fin_crit_ns=5.071
export IMPL_max_transition_viols_final=0
export IMPL_fp_util_pct=41.08
export IMPL_cts_inserted_buffers=3
export IMPL_synth_chip_area_um2=4473
export IMPL_crit_path_max_incr_delay_ns=0.98
export IMPL_period_used_pct=73.49
export IMPL_numClockSinks=9
export IMPL_via_per_inst=6.144
export IMPL_fp_dieH_um=107.7
export IMPL_final_layout_size_suffix_gt1_share_pct=14.39
export IMPL_synthesized_area_fraction_occupied_by_ao_oa_aoi_and_oai_cells_pct=26.52
export IMPL_log_warning_count=29
export IMPL_power_leakage_uw=0.001732
export IMPL_yosys_mux_area_fraction_pct=16.64
export IMPL_unrepaired_setup_endpoints_after_global_routing="false"
export IMPL_synthDistinctLibCells=85
export IMPL_synth_cells=571
export IMPL_ant_nets=0
export IMPL_floorplan_core_area_um2=10890
export IMPL_post_cts_resize_count=0
[power groups by stage]
| stage | Sequential, µW | Combinational (µW) | Clock (µW) |
|---|---|---|---|
| global route | 68.0 | 814 | 63.7 |
| finish | 66.8 | 757 | 58.2 |
| CTS | 66.9 | 747 | 60.3 |
[state kept, by name, indices dropped and copies added (netlist names)]
name    flops
dec_ok      1
dec         8
[kinds of logic after synthesis]
kind of cell              count (synthesis)
and+or+nand+nor                         160
AOI/OAI and AO/OA                       156
xor gates and xnor gates                112
buffers and inverters                    75
muxes                                    59
DFF                                       9
[final timing paths]
kind	startpoint	endpoint	slack, ns	depth (start not counted)
worst max-delay path	key_data[0]	dec[4]	1.83	10
worst min-delay path	rom_ok	dec_ok	1.61	1
[synth_stat cells (10+ instances only)]
cell type   n
mux2i_1    40
nand2_1    50
a31oi_1    11
nand3_1    19
nand2b_1   10
xor2_1     30
o211ai_1   10
clkbuf_1   19
nor3_1     14
o21ai_0    26
inv_1      14
buf_4      17
nor2_1     42
xnor2_1    68
buf_2      14
a21oi_1    30
[area by class of cell]
type                       count  area [µm²]  area share (%)
clock buffer                   4       45.04          0.9441
timing repair buffer          49       440.4           9.232
tap                          140       175.2           3.672
sequential                     9       180.2           3.777
multi-input combinational    487        3877           81.27
inverter                      14       52.55           1.101
[layer usage]
| metal | routed length [µm] | global-route usage, % |
|---|---|---|
| met1 | 6448 | 40.60 |
| met2 | 6292 | 38.19 |
| met3 | 1458 | 3.580 |
| met4 | 268 | 4.795 |
| met5 | 0 | 0 |
[per-stage QoR]
stage / hold slack (ns) / cell area (µm²) / worst slack, ns
2_1_floorplan: 1.408 / 4473 / 3.155
3_3_place_gp: 1.838 / 4726 / 1.661
3_5_place_dp: 1.836 / 4726 / 1.629
4_1_cts: 1.613 / 4771 / 1.871
5_1_grt: 1.615 / 4771 / 1.608
6_report: 1.614 / 4771 / 1.829
