## /design/flow/design.v

```verilog
module jts16_trackball(
    input             rst,
    input             clk,
    input             LHBL,
    input             right_en,
    input      [ 7:0] joystick1,
    input      [ 7:0] joystick2,
    input      [ 7:0] joystick3,
    input      [ 7:0] joystick4,
    input      [15:0] joyana1,
    input      [15:0] joyana1b,  
    input      [15:0] joyana2,
    input      [15:0] joyana2b,  
    input      [15:0] joyana3,
    input      [15:0] joyana4,
    output reg [11:0] trackball0,
    output reg [11:0] trackball1,
    output reg [11:0] trackball2,
    output reg [11:0] trackball3,
    output reg [11:0] trackball4,
    output reg [11:0] trackball5,
    output reg [11:0] trackball6,
    output reg [11:0] trackball7
);
reg         LHBLl;
reg  [ 5:0] hcnt;
wire [15:0] mainstick1 = right_en ? joyana1b : joyana1;
wire [15:0] mainstick2 = right_en ? joyana2b : joyana2;
function [11:0] extjoy( input [7:0] ja );
    extjoy = { {8{ja[7]}}, ja[6:3] };
endfunction
always @(posedge clk, posedge rst) begin
    if( rst ) begin
        hcnt <= 0;
        trackball0 <= 12'h10a;
        trackball1 <= 12'h20b;
        trackball2 <= 12'h30c;
        trackball3 <= 12'h40d;
        trackball4 <= 12'h50e;
        trackball5 <= 12'h60f;
        trackball6 <= 12'h701;
        trackball7 <= 12'h802;
    end else begin
        LHBLl <= LHBL;
        if( !LHBL && LHBLl ) begin
            hcnt<=hcnt+6'd1;
            if( hcnt==0 ) begin
                trackball0 <= trackball0 - extjoy( mainstick1[ 7:0] );  
                trackball1 <= trackball1 + extjoy( mainstick1[15:8] );  
                trackball2 <= trackball2 - extjoy( mainstick2[ 7:0] );
                trackball3 <= trackball3 + extjoy( mainstick2[15:8] );
                trackball4 <= trackball4 - extjoy( joyana3[ 7:0] );
                trackball5 <= trackball5 + extjoy( joyana3[15:8] );
                trackball6 <= trackball6 - extjoy( joyana4[ 7:0] );
                trackball7 <= trackball7 + extjoy( joyana4[15:8] );
            end
        end
    end
end
endmodule
```

## /design/flow/run.sh

```bash
#!/bin/bash
# OpenROAD 26Q1-2900-gdf79404cd8, Yosys 0.63+post, stock flow scripts
make -C /OpenROAD-flow-scripts/flow DESIGN_CONFIG=/design/flow/config.mk WORK_HOME=/design/flow/orfs finish
```

## /design/flow/config.mk

```make
export PLATFORM = sky130hd
export DESIGN_NAME = jts16_trackball
export DESIGN_NICKNAME = jts16_trackball
export VERILOG_FILES = /design/flow/design.v
export SDC_FILE = /design/flow/constraint.sdc
export NUM_CORES = 4
export LEC_CHECK = 1
export CORE_UTILIZATION = 40
```

## /design/flow/constraint.sdc

```tcl
current_design jts16_trackball

set clk_period 5.5
set clk_io_pct 0.2

create_clock -name clk0 -period $clk_period [get_ports {clk}]

set non_clock_inputs [all_inputs -no_clocks]
set_input_delay [expr $clk_period * $clk_io_pct] -clock clk0 $non_clock_inputs
set_output_delay [expr $clk_period * $clk_io_pct] -clock clk0 [all_outputs]
```

==> results.yml <==
# implementation run metrics
sta:
  tightest_slew_ns: 0.732
  finalHoldViolCount: 0
  skew_ns: 0.00775
  setup_viol: 0
  max_freq_ghz: 0.238
  fin_setup_tns_ns: 0
  post-route-period-util_pct: 76.5
  rsz0062_at_grt: "no"
  slew_headroom_pct: 51.0
  slew_violations: 0
  finalCriticalPeriod_ns: 4.21
power:
  seqPwrFrac_pct: 30.0
  intPower_mw: 3.12
  power_frac_comb_pct: 58.2
  power_frac_clock_pct: 11.8
  p_sw_mw: 1.87
  peakVddDrop_v: 0.000226
  pwr_density_cell_nw_per_um2: 510
  p_leak_nw: 4.42
  p_total_mw: 4.99
  swShare_pct: 37.4
job:
  cap_violations: 0
  warnings: 94
finish:
  drive_above_1_share_pct: 8.28
  lay_top_count: "clkdlybuf4s50_1"
  final_core_util_pct: 52.2
  syn2layout_area_growth_pct: 27.2
  fin_cells: 1237
  fill_cells: 1749
  flop_area_um2: 2620
  logic_area_um2: 4830
  final_cell_mix: "clkdlybuf4s50_1, nand2_1, o21ai_0, ha_1, dfrtp_1"
place:
  dp_hpwl_um: 12500
  portBuffers: 159
  post-place-cells: 1221
  globalplace.congestion: 0.869
setup_path:
  crit_top_cell: "buf_4"
  crit_required_ns: 5.72
  worstPathMaxFanout: 15
  cp-start-kind: "primary input"
  cp_top_family: "buffers and inverters"
  slowest_stage: "clkdlybuf4s50_1"
  arrival_ns: 4.43
  crit_chain: "clkdlybuf4s50_1 > buf_4 > mux2i_1 > buf_4 > ha_1 > nand3_1 > o211ai_2 > nor2_1 > o31ai_1 > nor4b_1 > or4_1"
  cp_num_buf_inv: 3
  endpoint_kind: "flop"
  path_class: "primary input to flop"
  cpPeakStageDelay_ns: 0.94
status:
  status: "completed"
global_route:
  gr-usage-all-layers_pct: 18.3
  overflow: 0
  grt_pass1_vias: 5946
  antenna_found_initial: 0
  grt_pass1_wl_um: 28700
  grt_max_degree: 65
drt:
  vias: 6343
  vias_per_cell: 5.13
  first_pass_iters: 4
  wl_per_cell_um: 13.8
  drt_iter0_drc: 216
  post-route-drc-count: 0
  antenna_cells: 0
  wl_um: 17000
  drtAntennaViolNets: 0
die:
  chipArea_um2: 19800
  fp.dieW_um: 141
  io_pins: 228
  core_um2: 18800
  initial_core_util_pct: 41.0
  die_h_um: 141
  fp-row-count: 50
clocking:
  cts_tree: "built"
  clock-root-buffer: "clkbuf_16"
  clkSlewWorstSetupHoldPaths_ns: 0.07
  hold_buffers: 0
  cts_max_path_buffers: 2
  postCtsSetupRepairBufs: 0
  htreeDepth: 3
  post_cts_resize_count: 0
  cts_num_sinks: 103
  clk_latency_ns: 0.35
  cts_buffers: 9
yosys:
  yosysCellCount: 844
  edf_count: 1
  syn-instance-count: 844
  yosys_warnings: 1
  synth_cell_types: 63
  syn_area_per_cell_um2: 9.12
  async_flop_share_pct: 99.0
  ys.flops: 103
  yosysChipArea_um2: 7700
  synthFlopType: "dfrtp_1"
  synth_area_um2: 7700
  yosysSeqAreaShare_pct: 34.1
hold_path:
  min_path_type: "flop to flop"
-- metal layers --
| metal | part of all wire (%) | vias to the layer above | global-route usage, % |
|---|---|---|---|
| li1 | - | 3327 | - |
| met1 | 49 | 2916 | 27.0 |
| met2 | 47 | 93 | 30.1 |
| met3 | 3.7 | 7 | 3.18 |
| met4 | 1.1 | 0 | 1.66 |
| met5 | 0 | - | 0 |
-- through the flow --
stage	worst slack (ns)	area [um2]	hold slack (ns)
floorplan	1.63	7700	0.420
global placement	0.889	9530	0.456
detailed placement	0.880	9530	0.459
CTS	1.25	9790	0.472
global route	1.01	9790	0.490
finish	1.29	9790	0.468
-- Yosys cell counts, drive strengths merged, types with 2 or more instances --
library cell,instances,share of area (%)
nand2,134,6.5
o21ai,99,6.5
ha,90,15
dfrtp,70,23
a21oi,48,3.2
xnor2,42,4.8
xor2,33,3.8
dfstp,32,11
inv,32,1.6
nor2,30,1.5
a21o,22,2.2
buf,16,1.1
nand3,15,0.98
mux2,14,2.0
mux2i,13,1.7
a211oi,12,1.2
nor2b,10,0.81
clkbuf,9,0.44
nand2b,9,0.73
nor3,9,0.59
o21a,9,0.88
o31ai,9,0.94
a31oi,8,0.65
fa,8,2.1
nor3b,8,0.78
and3,5,0.42
nor4b,5,0.57
o31a,5,0.57
or3,5,0.41
or2,4,0.33
a41oi,3,0.34
nand3b,3,0.29
nand4,3,0.24
o2111ai,3,0.34
o211ai,3,0.36
o21bai,3,0.29
a211o,2,0.23
a21boi,2,0.20
nand4b,2,0.23
o211a,2,0.26
o22ai,2,0.16
-- power groups by stage --
stage,sequential (mW),combinational (mW),clock (mW)
final,1.50,2.91,0.590
after global routing,1.56,3.32,0.643
after CTS,1.50,2.94,0.624
-- registers in the layout (all words and copies together) (netlist names) --
register / cells
trackball0: 12
trackball1: 12
trackball2: 12
trackball3: 12
trackball4: 12
trackball5: 12
trackball6: 12
trackball7: 12
hcnt: 6
LHBLl: 1
-- final cells by class --
class | instances | area share, %
multi-input combinational | 684 | 49.4
sequential | 103 | 26.8
timing repair buffer | 168 | 16.9
tap | 234 | 2.99
clock buffer | 12 | 2.42
inverter | 32 | 1.25
clock inverter | 4 | 0.230
-- cells by family after synthesis --
group	after synthesis	synth area share [%]
AND/OR/NAND/NOR	247	14.9
AND-OR/OR-AND	237	18.9
flip-flops	103	34.1
adder cells (fa/ha/maj)	98	16.7
XOR/XNOR	75	8.54
buffers and inverters	57	3.11
multiplexers	27	3.74
-- path summary, 6_finish.rpt --
path,startpoint,endpoint,slack [ns],cells after the start
max reg2reg,trackball7[0],trackball7[10],3.06,9
min in group asynchronous,rst,trackball1[2],1.04,2
min reg2reg,trackball2[11],trackball2[11],0.47,1
max in group asynchronous,rst,trackball4[9],3.56,3
min,trackball2[11],trackball2[11],0.47,1
max,right_en,trackball0[11],1.29,11
Power is estimated from default activity; no workload was simulated.
