==> ./design.v <==
module jts16b_timer(
    input              rst,
    input              clk,
    input      [23:1]  A,
    input      [ 1:0]  dsn,
    input              rnw,
    input              cs,
    input      [15:0]  din,
    output reg         snd_irq,  
    output reg [15:0]  dout
);
reg  [15:0] mmr[0:7];
reg  [ 3:0] sel4;
reg  [ 7:0] snd_data;
reg         up_sel4;
wire write = cs && dsn==0 && !rnw;
wire signed [15:0] value, bound1, bound2, min, max;
assign value  = mmr[2];
assign bound1 = mmr[0];
assign bound2 = mmr[1];
assign min    = bound1 < bound2 ? bound1 : bound2;
assign max    = bound1 > bound2 ? bound1 : bound2;
function [15:0] write_reg( input [2:0] sel );
    write_reg = {
        !dsn[1] ? din[15:8] : mmr[sel][15:8],
        !dsn[0] ? din[ 7:0] : mmr[sel][ 7:0]
    };
endfunction
always @(posedge clk, posedge rst) begin
    if(rst) begin
        mmr[0] <= 0; mmr[1] <= 0; mmr[2] <= 0; mmr[3] <= 0;
        mmr[4] <= 0; mmr[5] <= 0; mmr[6] <= 0; mmr[7] <= 0;
        sel4 <= 0;
        up_sel4 <= 0;
    end else begin
        if( cs ) begin
            case( A[4:1] )
                0: dout <= mmr[0];
                1: dout <= mmr[1];
                2: dout <= mmr[2];
                3: dout <= mmr[3];
                4: dout <= mmr[4];
                5: dout <= mmr[1];   
                6: dout <= mmr[2];
                7: dout <= mmr[7];
                default: dout <= 16'hffff;
            endcase
        end
        if( value<min ) begin
            mmr[7] <= min;
            mmr[3] <= 16'h8000;
        end else if( value>max ) begin
            mmr[7] <= max;
            mmr[3] <= 16'h4000;
        end else begin
            mmr[7] <= value;
            mmr[3] <= 16'h0000;
        end
        if( write ) begin
            case(A[4:1])
                0: mmr[0] <= write_reg( 0 );
                1: mmr[1] <= write_reg( 1 );
                2: begin
                    mmr[2] <= write_reg( 2 );
                    mmr[4][sel4] <= mmr[3]==0;
                    up_sel4 <= 1;
                end
                4: begin
                    mmr[4] <= 0;
                    sel4   <= 0;
                end
                6: mmr[2] <= write_reg( 2 );
                4'hf: begin
                    snd_data <= din[7:0];
                    snd_irq  <= 1;
                end
            endcase
        end else begin
            up_sel4 <= 0;
            if( up_sel4 ) sel4 <= sel4+1'd1;
        end
    end
end
endmodule
==> ./run.sh <==
#!/bin/bash
# OpenROAD 26Q1-2900-gdf79404cd8, Yosys 0.63+post, stock flow scripts
make -C /OpenROAD-flow-scripts/flow DESIGN_CONFIG=/design/flow/config.mk WORK_HOME=/design/flow/orfs finish
==> ./config.mk <==
export PLATFORM = sky130hd
export DESIGN_NAME = jts16b_timer
export DESIGN_NICKNAME = jts16b_timer
export VERILOG_FILES = /design/flow/design.v
export SDC_FILE = /design/flow/constraint.sdc
export NUM_CORES = 4
export LEC_CHECK = 1
export CORE_UTILIZATION = 30
==> ./constraint.sdc <==
current_design jts16b_timer

set clk_period 10.9
set clk_io_pct 0.2

create_clock -name clk0 -period $clk_period [get_ports {clk}]

set non_clock_inputs [all_inputs -no_clocks]
set_input_delay [expr $clk_period * $clk_io_pct] -clock clk0 $non_clock_inputs
set_output_delay [expr $clk_period * $clk_io_pct] -clock clk0 [all_outputs]
==> results.toml <==
# flow metrics
[outcome]
status = "finished clean"

[clocking]
cts_sinks = 103
post-cts-setup-buffers = 0
ctsRootBufferMaster = "clkbuf_16"
htreeDepth = 3
cts_resized = 0
ctsHoldBuffers = 0
clockBufferDepth = 2
cts_tree = "built"
cts_made_buffers = 9
clkSlewWorstSetupHoldPaths_ps = 70
clkLatencyLatePin_ps = 360

[yosys]
mux_area_share_pct = 13.1
numSynthFlops = 103
top_cells_by_count = "dfrtp_1, nand2_1, ha_1, mux2_2, o21ai_0"
synthArstFlopShare_pct = 84.5
yosysMostFrequentCell = "dfrtp_1"
postSynthSeqShare_pct = 39.1
ys_area_um2 = 6800
ff_type = "dfrtp_1"
ys_sh_aoi_pct = 18.0
synth-edff-count = 16
synthCells = 674
ys_sh_simple_pct = 14.5
synth_area_um2 = 6800
postSynthAreaPerCell_um2 = 10.1
ys_top_logic_family = "AND-OR/OR-AND gates"
adder_share_pct = 9.57
xor_share_pct = 0.626
synth_cell_types = 62
largest_area_cell = "dfrtp_1"
synth_stat.cells = 674
yosys_warnings = 2
yosys.area.top_type_share_pct = 32.0
top_cells_by_area = "dfrtp_1, ha_1, mux2_2"

[critical_path]
cp-end-kind = "register"
worstPathArrival_ps = 5650
r2r_end = "mmr[7][8]"
cp_data_required_time_ps = 11180
start_kind = "register"
r2r_cells = 15
reg2reg_slack_ps = 5540
crit_fanout = 17
crit-reg2reg-launch = "mmr[0][10]"
crit_type = "reg2reg"

[grt]
grt_pass1_wl_um = 30600
grt_pass1_vias = 5271
grt_max_degree = 50
overflow = 0
antenna_found_initial = 0
grtUsageTotal_pct = 17.4

[layout]
syn2layout_area_growth_pct = 15.5
drive_above_1_share_pct = 16.1

[route]
drt_iter0_markers = 494
drt-pass1-iter-count = 8
ant_nets = 0
routed_wl_um = 19300
routed_via_density = 5.64
vias = 5542
drc = 0
n_antenna_cell = 0
wl_per_cell_um = 19.6

[final_timing]
finalCritPeriodShare_pct = 49.2
fin_setup_tns_ps = 0
period_needed_ps = 5360
clock.fmax_mhz = 186
finalSetupViolations = 0
hold_viol_final = 0
worst_pin_slew_ps = 888
maxSlewHeadroom_pct = 40.7
worst_slack_ps = 5540
drv_slew = 0
skew_ps = 12.4
rsz0062_at_grt = "no"

[min_path]
hold_start = "mmr[4][14]"
holdCritPathClass = "reg2reg"
hold-path-cell-count = 2
min_to = "mmr[4][14]"

[floorplan]
floorplanUtilization_pct = 30.9
chipWidth_um = 153
fp-row-count = 54
coreArea_um2 = 22000
dieHeight_um = 153
io_pins = 62
die_area_um2 = 23300

[power_and_ir_drop]
max-vdd-ir-drop_v = 0.0000819
cellPowerDensity_nw_per_um2 = 173
total_leakage_power_nw = 3.26

[placed_design]
finalWeightedCongestion = 0.933
io_buffer_count = 41
dp_hpwl_um = 13200
place_ws_ps = 5590

[run]
cap_violations = 0
warning_count = 48
[metrics by stage]
step	hold WS [ps]	instance area (um^2)	instances	power, mW	util [%]
2_1_floorplan	465	6800	674	0.854	-
3_3_place_gp	497	7520	966	0.994	34.2
3_5_place_dp	497	7520	966	0.996	34.2
4_1_cts	511	7850	982	1.36	35.7
5_1_grt	563	7850	982	1.43	35.7
6_report	507	7850	982	1.36	35.7
[flip-flops by register name, indices dropped and copies added (netlist names)]
name	flops
dout	16
mmr	82
sel4	4
up_sel4	1
[cells by family (layout without fill, tap and decap cells)]
family / count (synthesis) / count (layout)
xor gates and xnor gates: 4 / 4
adders and majority gates: 52 / 52
DFF: 103 / 103
buffers and inverters: 84 / 112
and+or+nand+nor: 186 / 186
muxes: 83 / 83
AOI/OAI and AO/OA: 161 / 161
other: 1 / 1
[metal layers]
layer | wire [um] | GRT usage, % | part of all wire (%)
met3 | 1380 | 3.91 | 7.2
met5 | 0 | 0 | 0
met1 | 8760 | 25.2 | 45
met2 | 8460 | 26.4 | 44
met4 | 683 | 5.44 | 3.5
[cell type report]
type / instances / area, um^2
clock buffer: 9 / 225
sequential: 103 / 2660
timing repair buffer: 58 / 538
fill: 2174 / 14200
tap: 280 / 350
inverter: 38 / 144
multi-input combinational: 487 / 3830
clock inverter: 7 / 104
[worst max-delay path: stages (launching register included)]
cell	delay, ps
dfrtp_1	470
ha_1	340
nand4_1	190
or4_1	920
nand2_2	200
a31oi_2	120
buf_4	290
o311a_1	330
ha_1	340
and4_1	250
nand3_1	150
a311oi_1	370
a211oi_1	120
mux2_2	650
mux2_2	400
mux2i_1	150
[cell usage in the layout, fill, tap and decap left out, types with 3 or more instances in the layout]
cell             count
clkdlybuf4s50_1     41
nand2_1             59
nand4_1             24
and4_1               4
ha_1                52
nand3_1             28
o311a_1             15
mux2i_1             34
mux2_2              49
nor2b_1             22
nand2b_1             3
a32o_1              10
a222oi_1            14
a21oi_1             24
a221oi_1            14
o211ai_1             5
clkbuf_16            9
edfxtp_1            16
a31o_2              18
inv_1               37
a21o_1               3
dfrtp_1             87
nor3_1               7
o31ai_1              3
nor2_1              18
buf_4               17
o21ai_0             40
[power by group]
group | leakage [nW] | switching (mW) | internal, mW
Sequential | 1.28 | 0.0434 | 0.444
Combinational | 1.83 | 0.292 | 0.219
Clock | 0.154 | 0.155 | 0.204
[worst max-delay path by stage]
stage | from | end | slack [ps] | cells after the start
CTS | mmr[0][10] | mmr[7][8] | 5550 | 15
global route | mmr[0][10] | mmr[7][5] | 5300 | 14
finish | mmr[0][10] | mmr[7][8] | 5540 | 15
Power figures rest on the tool's default switching activity, not on a simulated workload.
