`flow/design.v`:
```
module jts16_prio(
    input              rst,
    input              clk,
    input              pxl2_cen,   
    input              pxl_cen,    
    input      [ 6:0]  char_pxl,
    input      [10:0]  scr1_pxl,
    input      [10:0]  scr2_pxl,
    input      [11:0]   obj_pxl,
    output reg         sa,
    output reg         sb,
    output reg         fix,
    output reg [10:0]  pal_addr,
    output reg         shadow,
    input      [ 3:0]  gfx_en
);
wire [ 1:0] we;
reg  [11:0] lyr0, lyr1, lyr2, lyr3;
wire [15:0] pal;
wire [ 1:0] obj_prio;
assign obj_prio = obj_pxl[11:10];
function [11:0] tile_or_obj( input [9:0] obj, input [9:0] tile, input tile_prio, input oprio );
    tile_or_obj = obj[3:0]!=0 && oprio && (!tile_prio || tile[2:0]==0) ?
                   ( &obj[9:4] ? { 2'b10, tile } : { 2'b1, obj  } ):  
                   { 2'b0, tile };
endfunction
reg  [ 6:0] char_g;
reg  [10:0] scr1_g, scr2_g;
reg  [11:0] obj_g;
reg  [ 3:0] active;
always @(*) begin
    char_g = char_pxl;
    scr1_g = scr1_pxl;
    scr2_g = scr2_pxl;
    obj_g  = obj_pxl;
    if( !gfx_en[0] ) char_g[3:0]=0;
    if( !gfx_en[1] ) scr1_g[3:0]=0;
    if( !gfx_en[2] ) scr2_g[3:0]=0;
    if( !gfx_en[3] )  obj_g[3:0]=0;
end
always @(posedge clk) if( pxl_cen ) begin
    lyr0 <= tile_or_obj( obj_g[9:0], {4'd0, char_g[5:0] }, char_g[ 6], obj_prio==2'd3 );
    lyr1 <= tile_or_obj( obj_g[9:0],        scr1_g[9:0]  , scr1_g[10], obj_prio>=2'd2 );
    lyr2 <= tile_or_obj( obj_g[9:0],        scr2_g[9:0]  , scr2_g[10], obj_prio>=2'd1 );
    lyr3 <= tile_or_obj( obj_g[9:0], {scr2_g[9:3], 3'd0 },       1'b0, 1'b1           );
end
always @(*) begin
    { shadow, pal_addr } =
               (lyr0[10] ? lyr0[3:0]!=0 : lyr0[2:0]!=0) ? lyr0 : (
               (lyr1[10] ? lyr1[3:0]!=0 : lyr1[2:0]!=0) ? lyr1 : (
               (lyr2[10] ? lyr2[3:0]!=0 : lyr2[2:0]!=0) ? lyr2 : (
                lyr3 )));
    active   = (lyr0[10] ? lyr0[3:0]!=0 : lyr0[2:0]!=0) ? 4'b001 : (
               (lyr1[10] ? lyr1[3:0]!=0 : lyr1[2:0]!=0) ? 4'b010 : (
               (lyr2[10] ? lyr2[3:0]!=0 : lyr2[2:0]!=0) ? 4'b100 : (
                0 )));
    if( pal_addr[10] ) active=4'b1000;  
    { sb, sa, fix } = active[2:0];
end
endmodule
```
`flow/run.sh`:
```
#!/bin/bash
# OpenROAD 26Q1-2900-gdf79404cd8, Yosys 0.63+post, stock flow scripts
make -C /OpenROAD-flow-scripts/flow DESIGN_CONFIG=/design/flow/config.mk WORK_HOME=/design/flow/orfs finish
```
`flow/config.mk`:
```
export PLATFORM = sky130hd
export DESIGN_NAME = jts16_prio
export DESIGN_NICKNAME = jts16_prio
export VERILOG_FILES = /design/flow/design.v
export SDC_FILE = /design/flow/constraint.sdc
export NUM_CORES = 4
export LEC_CHECK = 1
export CORE_UTILIZATION = 50
```
`flow/constraint.sdc`:
```
current_design jts16_prio

set clk_period 8.6
set clk_io_pct 0.2

create_clock -name clk0 -period $clk_period [get_ports {clk}]

set non_clock_inputs [all_inputs -no_clocks]
set_input_delay [expr $clk_period * $clk_io_pct] -clock clk0 $non_clock_inputs
set_output_delay [expr $clk_period * $clk_io_pct] -clock clk0 [all_outputs]
```
==> qor.csv <==
metric,value,unit
Core Region,4750,sq um
number of global-route vias before repair,1787,
ys cells,201,
Overflow after GRT,0,
Die Size,5290,sq um
first-pass iteration count of the detailed router,4,
setup slack after layout,4.34,ns
# clock sinks,48,
final setup fails,0,
Hold Fails Final Rpt,0,
via count,1819,
mapped cell area,2500,sq um
"IR drop worst, VDD",0.0759,mV
most frequent logic cell in the layout,clkdlybuf4s50_1,
Cells after Synth,201,
Die Height,72.7,um
Worst setup SP type,flop,
final core occ,68.6,%
Clock power frac,24.3,%
Tightest Pin Transition,0.699,ns
register area,1440,sq um
setup TNS,0,ns
total power,501,uW
warnings from Yosys,1,
Setup crit end kind,output pin,
relative slew slack,53.3,%
drt via density,5.46,
Tool Warnings,28,
synthesis area per yosys,2500,sq um
pwr/cell area,154,nW/um^2
hpwl dp,3800,um
CP required,6.88,ns
Resized cells post-CTS,0,
Crit Path Class,reg -> out,
Critical Path AT,2.54,ns
Starting DRT DRC Count,118,
TritonCTS clock tree,done,
leakage,1.17,nW
row cnt,25,
number of antenna repair diodes,0,
Max clock buf depth,2,
Max Slew Vio Count,0,
setup bufs post-CTS,0,
CTS H-tree depth,2,
Avg WL per Cell,15.7,um
Net Sw Power,114,uW
Yosys reg bits,48,
RSZ-0062 raised after global routing,no,
cts hold-fix bufs,0,
CTS root buf,clkbuf_8,
share of cells above drive strength 1,9.40,%
Post-DRT Antenna Nets,0,
synth-to-layout area growth,30.4,%
Port Buffers,61,
Synth area leaders,"edfxtp_1 (58%), mux2i_1 (7.6%), mux2_1 (5.4%)",
Switching Share,22.7,%
Top Layout Cells,"clkdlybuf4s50_1 (60), edfxtp_1 (48), nand2_1 (28), mux2i_1 (19), mux2_1 (12)",
"area leader, netlist",edfxtp_1,
Combinational Power Share,17.7,%
syn avg cell area,12.4,sq um
RePlAce Congestion,0.781,
Clock Pin Slew Worst Setup and Hold Paths,0.08,ns
IO Count,64,
first-pass GRT wire length,8630,um
min-delay worst type,in -> reg,
tally of filler cells in the layout,377,
fmax,0.235,GHz
global router's overall resource usage,23.8,%
crit path time final,4.26,ns
Floorplan Utilization,52.6,%
outcome,"complete, no violations",
largest net degree at the start of global routing,49,
DRC,0,
"Seq/Total Area, Yosys",57.6,%
"area share, top type",57.6,%
Die X,72.7,um
CTS buffer count,5,
crit path max fanout,9,
Detailed Route WL,5240,um
Yosys cell types,40,
sequential share of power,58.0,%
initial antenna violation count,0,
Comb gate area,997,sq um
max_cap viols,0,
Int Pwr,387,uW
worst slack at placement,4.40,ns
period utilization,49.5,%
-- logic make-up after synthesis --
family	count (synthesis)	synth area share, %
compound gates	37	11.3
buf+inv	14	2.75
flops	48	57.6
mux	39	16.8
simple gates	63	11.6
-- through the flow --
step / std cells / hold WS (ns) / cell area (sq um)
finish: 333 / 2.06 / 3260
global route: 333 / 2.08 / 3260
CTS: 333 / 2.07 / 3260
detailed placement: 326 / 2.37 / 3180
global placement: 326 / 2.37 / 3180
floorplan: 201 / 1.83 / 2500
-- final timing paths --
path,from,endpoint,slack (ns),depth (start not counted)
setup / recovery,lyr1[3]$_DFFE_PP_,shadow,4.34,4
hold / removal,pxl_cen,lyr3[5]$_DFFE_PP_,2.06,2
-- layer usage --
metal  global-route usage (%)  vias up  share of wire [%]
li1                         -      903                  -
met1                     39.3      836                 46
met2                     35.3       76                 45
met3                     7.70        4                8.3
met4                     2.83        0               0.71
met5                        0        -                  0
-- final cells by class --
cell class	count	share of cell area, %
repair buffers	65	19.5
flip-flops and latches	48	44.2
multi-input cells	139	30.6
well taps	67	2.57
clock inverters	1	0.153
inverters	7	0.806
clock buffers	6	2.22
-- power groups by stage --
stage | sequential [mW] | combinational, mW | clock, mW
final | 0.290 | 0.0886 | 0.122
after CTS | 0.291 | 0.0897 | 0.125
after global routing | 0.293 | 0.0983 | 0.134
-- synthesized netlist by cell type --
| cell | n |
|---|---|
| nor2_1 | 9 |
| o41a_1 | 1 |
| and3_1 | 1 |
| nand2b_1 | 2 |
| a2111oi_0 | 1 |
| o21a_1 | 1 |
| nor3_1 | 3 |
| clkbuf_1 | 3 |
| o21ai_0 | 3 |
| nand2_1 | 28 |
| nand3_1 | 9 |
| a2111oi_2 | 1 |
| inv_1 | 7 |
| a31oi_1 | 3 |
| mux2_2 | 7 |
| o41ai_1 | 2 |
| o21ai_1 | 1 |
| buf_4 | 2 |
| nor4_1 | 2 |
| or3_1 | 2 |
| or2_1 | 1 |
| buf_2 | 1 |
| o311ai_0 | 1 |
| a211oi_1 | 2 |
| edfxtp_1 | 48 |
| buf_6 | 1 |
| a31o_2 | 1 |
| o221ai_1 | 1 |
| a21oi_1 | 7 |
| mux2i_1 | 19 |
| nor3_2 | 1 |
| and2_1 | 4 |
| nand2_2 | 1 |
| o21bai_1 | 1 |
| o311ai_1 | 1 |
| o31ai_4 | 1 |
| a211o_1 | 1 |
| mux2_1 | 12 |
| o211ai_1 | 8 |
| mux2_4 | 1 |
-- state kept, by name, summed over array words and instances, names as in the netlist --
signal and flops:
lyr2 12, lyr3 12, lyr1 12, lyr0 12
-- worst max-delay path: stages, from the launching register on --
cell             delay (ns)
edfxtp_1               0.46
a2111oi_2              0.58
nand2_1                0.39
o211ai_1               0.32
clkdlybuf4s50_1        0.50
No activity file was given, so power comes from the tool's default toggle rates.
